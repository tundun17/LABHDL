$ cat flow/config.mk
export PLATFORM = sky130hd
export DESIGN_NAME = rgb2gray
export DESIGN_NICKNAME = rgb2gray
export VERILOG_FILES = /design/flow/design.v
export SDC_FILE = /design/flow/constraint.sdc
export NUM_CORES = 4
export LEC_CHECK = 1
export CORE_UTILIZATION = 50
$ cat flow/constraint.sdc
current_design rgb2gray

set clk_period 6.6
set clk_io_pct 0.2

create_clock -name clk0 -period $clk_period [get_ports {clk}]

set non_clock_inputs [all_inputs -no_clocks]
set_input_delay [expr $clk_period * $clk_io_pct] -clock clk0 $non_clock_inputs
set_output_delay [expr $clk_period * $clk_io_pct] -clock clk0 [all_outputs]
$ cat flow/design.v
module rgb2gray (
    input clk,
    input rst,
    input [7:0] R,
    input [7:0] G,
    input [7:0] B,
    input [7:0] brightness,  
    output reg [7:0] gray_out,
    output reg valid_out
);
    reg [15:0] mult_r, mult_g, mult_b;
    reg [15:0] sum_gray;
    reg [8:0]  temp_bright; 
    always @(posedge clk or negedge rst) begin
        if (!rst) begin
            gray_out <= 0;
            valid_out <= 0;
            mult_r <= 0; mult_g <= 0; mult_b <= 0;
            sum_gray <= 0;
            temp_bright <= 0;
        end else begin
            mult_r <= R * 77;
            mult_g <= G * 150;
            mult_b <= B * 29;
            sum_gray <= (mult_r + mult_g + mult_b);
            temp_bright = sum_gray[15:8] + brightness;
            if (temp_bright[8] == 1) 
                gray_out <= 255; 
            else 
                gray_out <= temp_bright[7:0]; 
            valid_out <= 1; 
        end
    end
endmodule
$ cat flow/run.sh
#!/bin/bash
# OpenROAD 26Q1-2900-gdf79404cd8, Yosys 0.63+post, stock flow scripts
make -C /OpenROAD-flow-scripts/flow DESIGN_CONFIG=/design/flow/config.mk WORK_HOME=/design/flow/orfs finish
==> qor.txt <==
Slew Limit Fails - 0
Cells after Synth - 521
Yosys Chip Area - 5440 sq um
worst setup margin - 1920 ps
Synth Register Bits - 60
Achievable Freq - 214 MHz
row count - 37
GR Util met2 - 0.283
Late-Pin Clk Latency - 340 ps
setup TNS - 0 ps
core footprint - 10400 sq um
CP Cell Sequence - clkdlybuf4s50_1, ha_1, ha_1, inv_1, fa_1, fa_1, inv_1, ha_1, o21a_1, a2111oi_0, nand2b_1, o21ai_0, a21o_1
Top cell excl fill/tap - ha_1
CP max stage delay - 510 ps
RSZ-0062 raised after global routing - no
layout cell share with drive strength beyond 1 - 0.0380
yosys warns - 1
H-tree depth - 3
Max transition margin - 0.523
DRT Pass-1 Iters - 4
Distinct lib cells used - 41
Top delay family on crit path - adder cells
area share, top type - 0.278
Commonest flop - dfrtp_1
post-route ant nets - 0
first-pass GRT wire length - 15800 um
cell repeated most along the worst path - ha_1
via count - 3527
clock root cell - clkbuf_8
Synth-to-Final Area Change - 14.2%
PwrDens - 413 nW/um^2
Pre-Place Util - 0.522
final hold viol count - 0
Worst Hold Path EP - gray_out[0]$_DFF_PN0_
Max VDD drop - 228 uV
Post-CTS Resized - 0
Routability Congestion - 0.857
static leakage - 0.00323 uW
Tightest Pin Transition - 716 ps
Routed WL - 8810 um
CTS Buffer Depth - 2
r2r endpoint - sum_gray[15]$_DFF_PN0_
CTS clk-pin slew, worst paths - 70 ps
WL/cell - 12.3 um
CTS Sinks - 60
met3 Track Usage GR - 0.0356
fin crit share - 0.709
Place WS - 1560 ps
Post-synth EDFFs - 0
post-layout min period - 4680 ps
critical path class - input port to flip-flop
antenna violations before repair - 0
port bufs - 42
total power - 2560 uW
HP Class - flip-flop to flip-flop
status - completed
Worst EP arrival - 4910 ps
Crit-path slowest cell - fa_1
HP Start - sum_gray[8]$_DFF_PN0_
Fin Clk Skew - 7.29 ps
DR vias/cell - 4.93
final core occ - 0.596
yosys cell count - 521
Num CTS Buffers - 9
Avg Synthesized Cell Area - 10.4 sq um
n_diodes - 0
hpwl dp - 7600 um
Top cells excl fill/tap - ha_1, inv_1, dfrtp_1
gr usage total - 0.182
netlist area before placement - 5440 sq um
Hold Path Cell Cnt - 2
area leader, netlist - ha_1
final setup vio count - 0
most used routing layer - met1
Worst R2R Start - mult_g[4]$_DFF_PN0_
Cell area leaders - ha_1, dfrtp_1, fa_1
1st-iter DRT viols - 117
# Max-Cap Violations - 0
Worst R2R Path Depth - 10
Worst Path Buf+Inv - 3
Async SR Flop Fraction - 1.00
tool warnings - 28
Worst Setup End Kind - flip-flop
global routing usage on met1 - 0.286
sequential share of the synthesized area - 0.276
CTS tree - yes
flop2flop setup slack - 3920 ps
Die Size - 11300 sq um
postcts setup bufs - 0
global route overflow - 0
vias in the first global route - 3526
Post-route DRC - 0
crit-path max FO - 4
CP Launch Type - input port
Die Height - 106 um
Req. time, crit path - 6830 ps
Die W - 106 um
hold buffers post-CTS - 0
pin count of the biggest net entering global routing - 61
# IOs - 43
[cells by family after synthesis]
group           count (synthesis)  synth area share
compound gates                 98             0.114
xor+xnor                       39            0.0628
fa+ha+maj                     160             0.422
buf+inv                       103            0.0711
flops                          60             0.276
other cells                     1          0.000690
simple gates                   60            0.0536
[stage by stage]
stage,area (sq um),cells,hold slack (ps)
5_1_grt,6210,715,591
6_report,6210,715,559
2_1_floorplan,5440,521,520
3_5_place_dp,6030,700,545
3_3_place_gp,6030,700,540
4_1_cts,6210,715,568
[metal layers]
| layer | wire (um) | vias to the layer above | share of wire |
|---|---|---|---|
| met1 | 4380 | 1625 | 0.50 |
| li1 | - | 1837 | - |
| met2 | 4010 | 55 | 0.45 |
| met5 | 0 | - | 0 |
| met4 | 103 | 0 | 0.012 |
| met3 | 316 | 10 | 0.036 |
[synthesized netlist by cell type, types with 2 or more instances]
cell type	count
ha_1	121
inv_1	103
dfrtp_1	60
fa_1	39
a21oi_1	28
o21ai_0	26
xnor2_1	24
nand2_1	18
xor2_1	15
nor2_1	13
a21o_1	8
o21a_1	8
o21bai_1	8
nand2b_1	6
nor2b_1	6
or3_1	4
and3_1	3
nand3_1	3
a21boi_0	2
nor3_1	2
o31a_1	2
o31ai_1	2
or2_2	2
[how the worst max path moves through the flow]
stage / startpoint / to / slack [ps] / depth (start not counted)
CTS: G[4] / mult_g[15]$_DFF_PN0_ / 1910 / 13
global route: G[4] / mult_g[15]$_DFF_PN0_ / 1750 / 13
finish: G[4] / mult_g[15]$_DFF_PN0_ / 1920 / 13
[cell type report]
class	instances	area, sq um
clock buffer	11	151
tap	136	170
timing repair buffer	43	423
sequential	60	1500
clock inverter	4	25.0
multi-input combinational	358	3550
fill	843	4210
inverter	103	387
[registers in the layout, summed over array words and instances, names as in the netlist]
signal,flops
mult_g,15
mult_r,15
mult_b,13
gray_out,8
sum_gray,8
valid_out,1
[worst reg2reg max path: stages (launching register included)]
cell and delay [ps]:
dfrtp_1 370, inv_1 70, fa_1 510, inv_1 50, ha_1 290, and3_1 180, a221o_1 370, a21oi_1 250
o311ai_1 190, a21oi_1 210, xnor2_1 130
[power by group]
part	internal [uW]	leakage [uW]	switching [uW]
clock network	153	0.0000872	137
logic	793	0.00245	874
registers	536	0.000698	68.6
total	1480	0.00323	1080
Power figures rest on the tool's default switching activity, not on a simulated workload.
