==> /design/flow/design.v <==
module ha_tan_so (
    input clk_in,    
    input rst,      
    output reg clk_out
);
	parameter LIMIT = 24999999;  
    integer count;
    always @(posedge clk_in or negedge rst) begin
        if (!rst) begin
            count <= 0;
            clk_out <= 0;
        end else begin
            if (count == LIMIT) begin
                count <= 0;       
                clk_out <= ~clk_out; 
            end else begin
                count <= count + 1; 
            end
        end
    end
endmodule
==> /design/flow/run.sh <==
#!/bin/bash
# OpenROAD 26Q1-2900-gdf79404cd8, Yosys 0.63+post, stock flow scripts
make -C /OpenROAD-flow-scripts/flow DESIGN_CONFIG=/design/flow/config.mk WORK_HOME=/design/flow/orfs finish
==> /design/flow/config.mk <==
export PLATFORM = sky130hd
export DESIGN_NAME = ha_tan_so
export DESIGN_NICKNAME = ha_tan_so
export VERILOG_FILES = /design/flow/design.v
export SDC_FILE = /design/flow/constraint.sdc
export NUM_CORES = 4
export LEC_CHECK = 1
export CORE_AREA = 10 10 112 112
export DIE_AREA = 0 0 122 122
==> /design/flow/constraint.sdc <==
current_design ha_tan_so

set clk_period 3.9
set clk_io_pct 0.2

create_clock -name clk0 -period $clk_period [get_ports {clk_in}]

set non_clock_inputs [all_inputs -no_clocks]
set_input_delay [expr $clk_period * $clk_io_pct] -clock clk0 $non_clock_inputs
set_output_delay [expr $clk_period * $clk_io_pct] -clock clk0 [all_outputs]
==> impl_metrics.tcl <==
# flow metrics
set metrics [dict create \
    dieArea_um2 14900 \
    via_per_inst 4.07 \
    avgSynthCellArea_um2 10.4 \
    combPwrFrac_pct 1.2 \
    drive_above_1_share_pct 13.1 \
    fillers 1071 \
    slew_violations 0 \
    path_clk_slew_ps 70 \
    synth_top_area_share_pct 48.7 \
    max_slew_margin_pct 32.9 \
    finClkSkew_ps 9.63 \
    fin_cells 304 \
    area_delta_synth_final_pct 16.8 \
    place_hpwl_um 2260 \
    cts-resized-gates 0 \
    synth.largest_area_cell "dfrtp_1" \
    path_cells "ha_1 > and2_1 > nand4_1 > nor3_2 > o21ai_0" \
    grt_max_degree 34 \
    place_ws_ps 1610 \
    synth_cells 163 \
    cap_violations 0 \
    switchingPower_mw 0.131 \
    postCtsSetupRepairBufs 0 \
    ant_nets 0 \
    cts.sinks 33 \
    rsz0062_at_grt "no" \
    p_seq_share_pct 50.2 \
    worstPathArrival_ps 2400 \
    avgRoutedWirePerCell_um 10.9 \
    synth_warnings 1 \
    dr.pass1.iters 4 \
    cpLargestDelayFamily "simple AND/OR/NAND/NOR gates" \
    ys_types 35 \
    power_density_nw_per_um2 344 \
    hold_viol_final 0 \
    timing.fmax_mhz 441 \
    hold_path.class "reg -> reg" \
    dp_cells 296 \
    num_io_pins 3 \
    post_dp_cell_area_um2 1860 \
    synth_area_um2 1700 \
    vias 1238 \
    endpoint_kind "flop" \
    path_class "reg -> reg" \
    setup.worst_path.start_class "flop" \
    total_leakage_power_nw 0.819 \
    slowest_delay_ps 800 \
    routabilityCongestion 0.838 \
    fp-utilization_pct 16.6 \
    fin_crit_ps 2270 \
    max_slew.worst_pin.slew_ps 1000 \
    warnings 25 \
    status "finished clean" \
    tns_ps 0 \
    drt_wl_total_um 3310 \
    required_ps 4030 \
    cellInternalPower_mw 0.551 \
    fin_crit_sh_pct 58.1 \
    path_buffers 0 \
    fin_ws_ps 1630 \
    switching_share_pct 19.2 \
    hold_buffers 0 \
    ys_seq_share_pct 48.7 \
    drtIter0Drc 52 \
    slowest_stage "nor3_2" \
    cp_max_fo 15 \
    cts_buffers 5 \
    peakVddDrop_mv 0.155 \
    synth-area-yosys_um2 1700 \
    coreArea_um2 10200 \
    die_w_um 122 \
    grt_usage_pct 4.63 \
    grt-ovfl-total 0 \
    cts_tree "done" \
    finish.utilization_pct 19.4 \
    remaining_drc_errors 0 \
    numPortBuffers 2 \
    ys_ff 33 \
    setup_viol 0 \
    clk_latency_ps 280 \
    fin_area_um2 1980 \
    root_buffer "clkbuf_8" \
    topCellsByArea "dfrtp_1 (49%), xnor2_1 (6.7%), xor2_1 (5.7%)" \
    grt_pass1_vias 1219 \
    antennaDiodeCount 0 \
    antenna_found_initial 0 \
    cts-htree-levels 2 \
    ys_cells 163 \
    grt_pass1_wl_um 5850 \
    rows 37 \
    die_y_um 122 \
    p_clk_share_pct 48.7 \
    clockBufferDepth 2 \
]
[flip-flops by register name, indices dropped and copies added (netlist names)]
| signal | count |
|---|---|
| count | 32 |
| clk_out | 1 |
[power by group through the flow]
stage / Clock, mW / Combinational, mW / Sequential, mW
6_report: 0.332 / 0.00796 / 0.342
5_1_grt: 0.354 / 0.00962 / 0.342
4_1_cts: 0.342 / 0.00865 / 0.342
[cells in the final DEF (no fill, tap or decap), types with 2 or more instances in the layout]
cell type and count:
o21ai_0 4, nor2_1 10, nor4b_1 3, nand4_2 2
xnor2_1 13, and4_1 2, nand4_1 12, xor2_1 11
and3_1 8, a31o_2 2, nor3_2 6, dfrtp_1 33
clkdlybuf4s50_1 2, a21oi_1 4, nand3_1 12, nor3_1 2
nand2_1 9, clkbuf_8 6, nor4_1 3, or4_1 2
or3_1 2, inv_1 5
[worst paths after layout]
path | slack (ps) | cells past startpoint | endpoint | startpoint
max | 1630 | 5 | count[16] | count[0]
min | 470 | 1 | clk_out | clk_out
max reg2reg | 1630 | 5 | count[16] | count[0]
min reg2reg | 470 | 1 | clk_out | clk_out
max in group asynchronous | 2700 | 2 | count[22] | rst
min in group asynchronous | 900 | 2 | count[18] | rst
[routing by layer]
layer | up-vias | track usage [%] | wire length, um
li1 | 603 | - | -
met1 | 602 | 6.82 | 1570
met2 | 28 | 6.93 | 1500
met3 | 5 | 0.986 | 184
met4 | 0 | 0.820 | 49
met5 | - | 0 | 0
[metrics by stage]
step / hold slack, ps / power [mW]
2_1_floorplan: 420 / 0.349
3_3_place_gp: 462 / 0.357
3_5_place_dp: 458 / 0.357
4_1_cts: 477 / 0.693
5_1_grt: 501 / 0.706
6_report: 475 / 0.682
[logic make-up after synthesis]
kind of cell    count (synthesis)  share of synthesized area [%]
simple gates                   79                           29.4
flops                          33                           48.7
xor+xnor                       24                           12.4
compound gates                 15                           5.75
buf+inv                        11                           3.02
fa+ha+maj                       1                          0.737
[cells in the mapped netlist]
master      n
a21o_1      1
a21oi_1     4
a31o_2      2
a31oi_1     1
and2_1      1
and3_1      8
and4_1      2
and4_2      1
buf_2       2
buf_6       1
clkbuf_1    3
dfrtp_1    33
ha_1        1
inv_1       5
nand2_1     9
nand3_1    12
nand4_1    12
nand4_2     2
nand4bb_1   1
nor2_1     10
nor2b_1     1
nor3_1      2
nor3_2      6
nor4_1      3
nor4_2      1
nor4b_1     3
o211ai_1    1
o21ai_0     4
o21ba_1     1
o221ai_1    1
or3_1       2
or4_1       2
or4_4       1
xnor2_1    13
xor2_1     11
[area by class of cell]
class,instances,area [um2],share of cell area [%]
clock buffer,6,82.6,4.17
clock inverter,2,37.5,1.89
multi-input combinational,119,820,41.4
timing repair buffer,3,27.5,1.39
sequential,33,826,41.7
inverter,5,18.8,0.947
tap,136,170,8.59
No activity file was given, so power comes from the tool's default toggle rates.
