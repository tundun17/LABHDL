==> config.mk <==
export PLATFORM = sky130hd
export DESIGN_NAME = top
export DESIGN_NICKNAME = top
export VERILOG_FILES = /design/flow/design.v
export SDC_FILE = /design/flow/constraint.sdc
export NUM_CORES = 4
export LEC_CHECK = 1
export CORE_UTILIZATION = 40
export SYNTH_MEMORY_MAX_BITS = 65536
==> constraint.sdc <==
current_design top

set clk_period 169.4
set clk_io_pct 0.2

create_clock -name clk0 -period $clk_period [get_ports {clk}]

set non_clock_inputs [all_inputs -no_clocks]
set_input_delay [expr $clk_period * $clk_io_pct] -clock clk0 $non_clock_inputs
set_output_delay [expr $clk_period * $clk_io_pct] -clock clk0 [all_outputs]
==> design.v <==
`timescale 1ns / 1ps
module top #(
    parameter W = 430, 
    parameter H = 554  
) (
    input clk,
    input rst, 
    input [7:0] pixel_in,
    output [7:0] pixel_out,
    output valid_out,
    output [9:0] x_pos_out,
    output [9:0] y_pos_out
);
    reg [7:0] temp0 [0:W-1];
    reg [7:0] temp1 [0:W-1];
    reg [9:0] x_pos, y_pos;
    assign x_pos_out = x_pos;
    assign y_pos_out = y_pos;
    wire [7:0] d0, d1, d2;
    assign d2 = pixel_in;      
    assign d1 = temp0[x_pos];  
    assign d0 = temp1[x_pos];  
    always @(posedge clk) begin
        temp0[x_pos] <= d2;
        temp1[x_pos] <= d1;
    end
    reg [7:0] p0, p1, p2; 
    reg [7:0] p3, p4, p5; 
    reg [7:0] p6, p7, p8; 
    always @(posedge clk or negedge rst) begin
        if (!rst) begin
            x_pos <= 0; y_pos <= 0;
            p0<=0; p1<=0; p2<=0;
            p3<=0; p4<=0; p5<=0;
            p6<=0; p7<=0; p8<=0;
        end else begin
            if (x_pos < W-1) begin
                x_pos <= x_pos + 1;
            end else begin
                x_pos <= 0;
                if (y_pos < H-1) y_pos <= y_pos + 1;
                else y_pos <= 0;
            end
            p2 <= d0; p5 <= d1; p8 <= d2;
            p1 <= p2; p4 <= p5; p7 <= p8;
            p0 <= p1; p3 <= p4; p6 <= p7;
        end
    end
    assign valid_out = (x_pos >= 2 && y_pos >= 2);
    median_filter core ( 
        .p0(p0), .p1(p1), .p2(p2), 
        .p3(p3), .p4(p4), .p5(p5),
        .p6(p6), .p7(p7), .p8(p8),
        .out(pixel_out)
    );
endmodule
module compare_swap (
    input [7:0] a, b,
    output reg [7:0] min,max
);
always @(*) begin
    if (a < b) begin
        min = a;
        max = b;
    end else begin
        min = b;
        max = a;
    end
end
endmodule
module sort3 (
    input [7:0] a, b, c,
    output [7:0] max, med, min
); 
    wire [7:0] l1, h1, h2;
    compare_swap c1 ( .a(a), .b(b), .min(l1), .max(h1));
    compare_swap c2 ( .a(l1), .b(c), .min(min), .max(h2));
    compare_swap c3 ( .a(h1), .b(h2), .min(med), .max(max));
endmodule
module median_filter (
    input [7:0] p0, p1, p2,  
    input [7:0] p3, p4, p5,  
    input [7:0] p6, p7, p8,  
    output [7:0] out
);
    wire [7:0] r1_min, r1_med, r1_max;
    wire [7:0] r2_min, r2_med, r2_max;
    wire [7:0] r3_min, r3_med, r3_max;
    sort3 r1 (p0, p1, p2, r1_max, r1_med, r1_min);
    sort3 r2 (p3, p4, p5, r2_max, r2_med, r2_min);
    sort3 r3 (p6, p7, p8, r3_max, r3_med, r3_min);
    wire [7:0] min_of_max, med_of_med, max_of_min;
    wire [7:0] tmp1,tmp2, tmp3, tmp4, tmp5, tmp6;
    sort3 col_min (r1_max, r2_max, r3_max, tmp1, tmp2, min_of_max);
    sort3 col_med (r1_med, r2_med, r3_med, tmp3, med_of_med, tmp4);
    sort3 col_max (r1_min, r2_min, r3_min, max_of_min, tmp5, tmp6);
    wire [7:0] tmp7, tmp8;
    sort3 final_sort (min_of_max, med_of_med, max_of_min, tmp7, out, tmp8);
endmodule
==> run.sh <==
#!/bin/bash
# OpenROAD 26Q1-2900-gdf79404cd8, Yosys 0.63+post, stock flow scripts
make -C /OpenROAD-flow-scripts/flow DESIGN_CONFIG=/design/flow/config.mk WORK_HOME=/design/flow/orfs finish
==> GITHUB_STEP_SUMMARY <==
## PnR job results

| Metric | Value |
|---|---|
| R2R cell count | 13 |
| Crit path max fanout | 23 |
| Clock Latency Late Sink | 1.15 ns |
| CP top delay family | AND-OR/OR-AND gates |
| TNS Setup | 0 ns |
| I/O Pins | 39 |
| CTS clk-pin slew, worst paths | 0.06 ns |
| Sequential share of the synthesized area | 76.6% |
| Die height | 828 um |
| Hold Path Sink | p0[7]$_DFF_PN0_ |
| Setup Viol. Count Final | 0 |
| Largest net degree at the start of global routing | 165 |
| Mean Syn Cell Area | 23.3 um2 |
| Final period util | 32.7% |
| Reg2reg end | temp1[192][5]$_DFFE_PP_ |
| Hpwl dp | 426 mm |
| Cell row count | 302 |
| Min-Delay Path Class | reg -> reg |
| # DRC | 0 |
| Tmin final | 55.35 ns |
| Slack of the critical path | 114.05 ns |
| CTS resizes | 0 |
| Initial DRT Pass Iterations | 6 |
| Worst Clk Skew | 0.0745 ns |
| DP Worst Slack | 115.17 ns |
| Grt ovf | 0 |
| Vias in the first global route | 142000 |
| Chip area | 685000 um2 |
| CTS tree | yes |
| Max VDD drop | 0.298 mV |
| Mean number of vias per cell | 5.70 |
| CP Buf/Inv Count | 6 |
| Startpoint class of the critical path | flop |
| Max Cap Violations | 0 |
| Root Driver | clkbuf_16 |
| Status | finished clean |
| Critical setup path kind | reg -> out |
| Pwr dens | 20.2 nW/um2 |
| CTS Sinks | 6972 |
| EDFF count, synth | 6880 |
| R2R Path Start | x_pos[1]$_DFF_PN0_ |
| Worst path max stage delay | 0.71 ns |
| Final hold vios | 0 |
| Filler cells | 53900 |
| Tool warnings | 52 |
| Registers, synthesis | 6972 |
| RSZ-0062 raised after global routing | no |
| Hold path cells | 0 |
| Max-slew violations | 0 |
| Initial antenna violation count | 39 |
| Core ar. | 678000 um2 |
| Logic area | 61500 um2 |
| Leakage | 95.8 nW |
| Starting DRT DRC Count | 8005 |
| Syn Std Cell Area | 273000 um2 |
| Setup Buffers After CTS | 0 |
| Slowest CP cell | nor3_1 |
| Share of post-route cells with drive strength above 1 | 32.7% |
| Via Count | 126000 |
| Post-Syn Instances | 11700 |
| Area grow syn2layout | 14.1% |
| Longest Clk Path Bufs | 4 |
| CTS H-Tree Depth | 6 |
| Count of cell types in the netlist | 86 |
| Worst EP required | 135.52 ns |
| CTS buffer count | 683 |
| Drt wl/cell | 32.0 um |
| Ys flop type | edfxtp_1 |
| Die W | 828 um |
| Async set-reset flop share out of synthesis | 1.32% |
| F_max | 0.0181 GHz |
| Post-route ant nets | 0 |
| DRT Wirelength | 710 mm |
| Global-route wire length before repair | 1010 mm |
| Most Frequent Cell on Critical Path | a21oi_1 |
| Initial Utilization | 40.2% |
| Slew @ Worst Pin | 1.13 ns |
| Ys Warns | 2 |
| Overall Global Routing Usage | 23.0% |
| Critical path capture point type | output port |
| R2R setup slack | 160.54 ns |
| Hold Buf Count CTS | 0 |
| Area reported by Yosys stat | 273000 um2 |
| Slew margin rel. | 24.0% |
| PortBufs | 38 |
| Sequential cell area | 209000 um2 |
| Hold_sp | p1[7]$_DFF_PN0_ |
| Arr. time, crit path | 21.47 ns |
| Routability congestion estimate | 0.860 |
| Post-synthesis cell count from yosys | 11700 |
through the flow:
stage	power, mW	util (%)	instance area, um2	std cells	hold WS (ns)
6_report	6.28	45.9	311000	22200	0.359
5_1_grt	6.76	45.9	311000	22100	0.377
4_1_cts	6.36	45.9	311000	22100	0.365
3_5_place_dp	4.88	42.7	289000	20900	0.359
3_3_place_gp	4.95	42.7	289000	20900	0.358
2_1_floorplan	3.86	-	273000	11700	0.354
metal layers:
metal  vias to the layer above  GRT usage, %  part of all wire [%]
met5                         -          1.82                  0.19
met4                        58          6.92                   3.9
met3                      1340          20.4                    20
met2                      9200          33.6                    47
met1                     63800          24.4                    29
li1                      51800             -                     -
cell type report:
| cell class | instances | share of cell area (%) |
|---|---|---|
| diodes | 27 | 0.0217 |
| clock buffers | 827 | 5.73 |
| clock inverters | 411 | 1.30 |
| inverters | 129 | 0.158 |
| multi-input cells | 3952 | 19.8 |
| flip-flops and latches | 6972 | 67.2 |
| well taps | 8968 | 3.61 |
| repair buffers | 866 | 2.20 |
cells in the final DEF (no fill, tap or decap), types with 17 or more instances in the layout:
master           Yosys  routed
nand3_1             31      31
nand4_1             18      18
o21ai_0            127     126
dfrtp_1             92      83
a21o_1              26      26
clkinv_16            0      17
clkinv_1             0     156
edfxtp_1          6880    6880
diode_2              0      27
mux4_2            2238    2238
mux2_2              41      39
mux2i_1            111     111
buf_4                1     812
clkdlybuf4s50_1      0      29
ha_1               140     140
a21oi_1            135     135
nor2_1             586     429
inv_1              128     126
nor2_2               0     156
clkbuf_16            0     692
buf_12               0      17
clkinv_2             0     130
a211oi_1            19      19
bufinv_16            0      54
o211ai_1            22      22
clkbuf_1           421     135
nand2_1            200     184
worst register-to-register path, cell delays in order (launching register included):
cell	delay [ns]
dfrtp_4	0.77
buf_4	0.68
buf_4	0.59
buf_4	0.66
buf_4	0.75
buf_4	0.51
buf_4	0.52
mux4_2	0.46
mux4_2	0.49
mux4_2	0.61
mux4_2	0.62
mux2_8	0.54
buf_12	0.30
buf_4	0.90
Yosys cell counts (11+ instances only):
| cell type | n | area, um2 |
|---|---|---|
| nand2b_1 | 14 | 87.6 |
| and2_1 | 12 | 75.1 |
| nand4_1 | 18 | 113 |
| mux4_2 | 2238 | 50400 |
| o21ai_0 | 127 | 636 |
| edfxtp_1 | 6880 | 207000 |
| nor2_1 | 586 | 2200 |
| mux2_2 | 41 | 462 |
| a21oi_1 | 135 | 676 |
| inv_1 | 128 | 480 |
| a21o_1 | 26 | 195 |
| nor3_1 | 17 | 85.1 |
| a31oi_1 | 14 | 87.6 |
| dfrtp_1 | 92 | 2300 |
| and3_1 | 16 | 100 |
| nor2b_1 | 14 | 87.6 |
| or2_2 | 11 | 68.8 |
| mux2i_1 | 111 | 1110 |
| a211oi_1 | 19 | 143 |
| nand3_1 | 31 | 155 |
| ha_1 | 140 | 1750 |
| o21a_1 | 12 | 90.1 |
| clkbuf_1 | 421 | 1580 |
| buf_1 | 201 | 754 |
| o211ai_1 | 22 | 165 |
| nand2_1 | 200 | 751 |
cells by family after synthesis:
group	count (synthesis)	share of synthesized area, %
other	1	0.00138
AOI/OAI and AO/OA	461	1.12
xor gates and xnor gates	9	0.0289
DFF	6972	76.6
buffers and inverters	758	1.05
adders and majority gates	145	0.661
and+or+nand+nor	946	1.44
muxes	2390	19.1
power breakdown:
| group | switching, mW | internal, mW | total (mW) | leakage (nW) |
|---|---|---|---|---|
| clock network | 0.645 | 0.836 | 1.48 | 10.7 |
| logic | 1.55 | 1.29 | 2.85 | 22.2 |
| registers | 0.00523 | 1.94 | 1.95 | 62.9 |
| total | 2.20 | 4.07 | 6.28 | 95.8 |
sequential cells by signal (all words and copies together) (netlist names):
register and flops:
p4 8, p1 8, p5 8, p3 8, temp0 3440, p6 8, p8 8, p7 8
p2 8, temp1 3440, y_pos 10, p0 8, x_pos 10
worst max path at each step:
| stage | start | end | slack (ns) | depth (start not counted) |
|---|---|---|---|---|
| 4_1_cts | p4[6]$_DFF_PN0_ | pixel_out[0] | 113.86 | 79 |
| 5_1_grt | p4[6]$_DFF_PN0_ | pixel_out[0] | 112.01 | 79 |
| 6_report | p4[6]$_DFF_PN0_ | pixel_out[0] | 114.05 | 79 |
Power and IR drop assume default switching activity.
